==> /design/flow/design.v <==
module alu(
    input [2:0] op,
    input [31:0] a, b,
    output reg [31:0] c,
    output zero
);
assign zero = ~(|c);
always @(*) begin
    case (op)
        3'd0: c = a + b;
        3'd1: c = a - b;
        3'd2: c = a & b;
        3'd3: c = a | b;
        3'd4: c = a ^ b;
        default: c = a + b; 
    endcase
end
endmodule
==> /design/flow/run.sh <==
#!/bin/bash
# OpenROAD 26Q1-2900-gdf79404cd8, Yosys 0.63+post, stock flow scripts
make -C /OpenROAD-flow-scripts/flow DESIGN_CONFIG=/design/flow/config.mk WORK_HOME=/design/flow/orfs finish
==> /design/flow/config.mk <==
export PLATFORM = sky130hd
export DESIGN_NAME = alu
export DESIGN_NICKNAME = alu
export VERILOG_FILES = /design/flow/design.v
export SDC_FILE = /design/flow/constraint.sdc
export NUM_CORES = 4
export LEC_CHECK = 1
export CORE_UTILIZATION = 40
==> /design/flow/constraint.sdc <==
current_design alu

set clk_period 22.7
set clk_io_pct 0.2

create_clock -name clk0 -period $clk_period

set non_clock_inputs [all_inputs -no_clocks]
set_input_delay [expr $clk_period * $clk_io_pct] -clock clk0 $non_clock_inputs
set_output_delay [expr $clk_period * $clk_io_pct] -clock clk0 [all_outputs]
==> metrics.csv <==
stage,metric,value,unit
worst_setup_path,worstPathRequired,18.16,ns
final_timing,drv_slew,0,
placed_design,io_buffers,100,
pwr,p_switching,0.0832,mW
layout,flop_area,0,um^2
synthesis,yosys_cells,648,
synthesis,most_common_cell,ha_1,
floorplanning,die_y,106,um
floorplanning,die_w,106,um
detailed_routing,ant_nets,0,
final_timing,setup_tns,0,ns
global_routing,grt_max_degree,68,
final_timing,min_period,15.13,ns
synthesis,adder_share,28.2,%
placed_design,gp_congestion,0.951,
global_routing,antenna_found_initial,0,
floorplanning,core_area,0.0104,mm^2
worst_setup_path,crit_arrival,10.59,ns
synthesis,ys_top_logic_family,AND-OR/OR-AND gates,
detailed_routing,antenna_cells,0,
final_timing,relSlewSlack,43.7,%
floorplanning,fp-row-count,37,
floorplanning,boundaryPins,100,
layout,fill_cells,1066,
pwr,p_comb_share,100.0,%
pwr,switching_share,50.9,%
worst_setup_path,cp_slowest_cell,nor4_1,
synthesis,synthesis.area,0.00433,mm^2
global_routing,grt.overflow.total,0,
cts,ctsResizeCount,0,
detailed_routing,post_drt_wl_per_cell,16.8,um
pwr,ir_drop,14.2,uV
pwr,p_leak,2.45,nW
pwr,power_density,30.0,mW/mm^2
final_timing,max_freq,0.0661,GHz
detailed_routing,avgViaCountPerCell,5.64,
flow_run,drv_cap,0,
synthesis,synth_cell_type_count,61,
layout,areaGrowthSynthToFinish,25.6,%
layout,drive_gt1_share,2.75,%
placed_design,dp_hpwl,11.8,mm
synthesis,yosys.area_share.xor_xnor,10.3,%
floorplanning,die_area,0.0113,mm^2
final_timing,rsz0062_at_grt,false,
synthesis,synth_chip_area,0.00433,mm^2
synthesis,synthAoiAreaFrac,30.0,%
synthesis,mux_area_share,1.15,%
synthesis,synthCells,648,
global_routing,grt_pass1_wl,23.5,mm
synthesis,yosysTopAreaCell,ha_1,
final_timing,holdWs,10.27,ns
detailed_routing,drt_iter0_drc,297,
detailed_routing,first_pass_iters,5,
worst_setup_path,crit_fanout,8,
detailed_routing,wl,14.5,mm
floorplanning,fp_util,41.6,%
run_status,status,"finished, final reports clean",
synthesis,syn_avg_cell_area,6.69,um^2
worst_hold_path,min_path_type,input pin to output port,
final_timing,final-hold-violation-count,0,
cts,post_cts_buffers,0,
global_routing,grt_usage,26.3,%
synthesis,synth.area.top_cells,"ha_1, a21oi_1, xnor2_1, inv_1, nor2_1",
global_routing,grt_pass1_vias,4491,
detailed_routing,drc,0,
pwr,p_clk_share,0,%
worst_setup_path,max_stage_delay,0.72,ns
layout,nClkBuffers,0,
final_timing,period_used_share,66.7,%
detailed_routing,vias,4865,
pwr,power,0.164,mW
pwr,p_seq_share,0,%
final_timing,worst_pin_slew,0.844,ns
pwr,internal_power,0.0803,mW
synthesis,ys_warn_count,1,
synthesis,synth.top_cells.by_count,"ha_1, inv_1, a21oi_1, nor2_1, nand2_1",
worst_setup_path,crit_type,input pin to output port,
cts,postCtsHoldBufs,0,
synthesis,top_area_share,27.7,%
worst_setup_path,end_kind,output port,
worst_setup_path,path_cells,clkdlybuf4s50_1 > nor4_1 > nand4_1 > nor4_1 > nand2_1 > o41ai_1 > xnor2_1 > ha_1 > a31o_2 > or3_1 > o21a_1 > a211oi_1 > xor2_1 > o21ai_0 > or4_1 > nor4_2 > clkdlybuf4s50_1,
synthesis,simple_gate_share,21.5,%
worst_setup_path,critPathLaunchType,input pin,
flow_run,warning_count,65,
layout,nFlopsAndLatches,0,
final_timing,setup_viol,0,
synthesis,ys_seq_share,0,%
==> cells by family after synthesis <==
| family | Yosys count |
|---|---|
| xor+xnor | 51 |
| simple gates | 191 |
| mux | 5 |
| buf+inv | 99 |
| compound gates | 205 |
| fa+ha+maj | 97 |
==> routing by layer <==
layer,vias to the layer above,part of all wire [%],track usage (%)
met3,9,5.6,1.50
met5,-,0,0
met2,146,44,41.1
met4,0,0.74,1.59
met1,2207,50,41.4
li1,2503,-,-
==> power groups by stage <==
stage / sequential (mW) / combinational [mW] / clock [mW]
CTS: 0 / 0.163 / 0
global route: 0 / 0.182 / 0
finish: 0 / 0.164 / 0
==> path summary, 6_finish.rpt <==
path,start,end,slack (ns),cells past startpoint
setup / recovery,b[4],zero,7.57,17
hold / removal,op[0],c[0],10.27,5
==> placed cells by master (no fill, tap or decap), drive strengths merged, types with 4 or more instances in the layout <==
cell	count
clkdlybuf4s50	99
o31ai	7
nor4	10
nand2b	4
o22ai	10
a31oi	9
a211oi	19
nand2	55
xor2	13
nand3	10
a21o	9
inv	70
xnor2	38
o221ai	5
o21ai	37
o21a	6
a221oi	5
ha	96
a21oi	69
or3	8
mux2i	5
nor3	11
nand4	9
nor2	60
buf	8
==> critical path: cells and delay by family <==
kind | cells | cell delay (ns)
compound gates | 5 | 1.28
xor+xnor | 2 | 0.28
fa+ha+maj | 1 | 0.39
buf+inv | 2 | 0.98
simple gates | 7 | 3.12
==> per-stage QoR <==
stage,setup slack [ns],area [um^2],utilization (%),std cells
2_1_floorplan,8.66,4330,-,648
3_3_place_gp,7.99,5440,52.3,862
6_report,7.57,5440,52.3,862
5_1_grt,7.15,5440,52.3,862
3_5_place_dp,7.65,5440,52.3,862
4_1_cts,7.62,5440,52.3,862
==> final cells by class <==
class	instances	area [um^2]	share of cell area (%)
multi-input cells	549	3960	72.8
inverters	70	263	4.83
repair buffers	107	1050	19.3
well taps	136	170	3.13
Power figures rest on the tool's default switching activity, not on a simulated workload.
