==> ./design.v <==
module tableControl(
    input clk, rst,
    input write, pos,
    input [2:0] lineWrite, lineRead,
    input [23:0] tagWrite, tagRead,
    output hit,
    output channel  
);
    reg [49:0] tab [0:7];
    assign channel = ((tagRead == tab[lineRead][48:25]) && tab[lineRead][49]);
    assign hit = ((tagRead == tab[lineRead][23:0]) && tab[lineRead][24]) || channel;
    always @(posedge clk) begin
        if (rst) for (integer i = 0; i < 51; i = i + 1)
            tab[i] <= 51'd0;
        else if (write) begin
            if (pos)    tab[lineWrite][49:25] <= {1'b1, tagWrite};  
            else        tab[lineWrite][24:0] <= {1'b1, tagWrite};  
        end
    end
endmodule
==> ./run.sh <==
#!/bin/bash
# OpenROAD 26Q1-2900-gdf79404cd8, Yosys 0.63+post, stock flow scripts
make -C /OpenROAD-flow-scripts/flow DESIGN_CONFIG=/design/flow/config.mk WORK_HOME=/design/flow/orfs finish
==> ./config.mk <==
export PLATFORM = sky130hd
export DESIGN_NAME = tableControl
export DESIGN_NICKNAME = tableControl
export VERILOG_FILES = /design/flow/design.v
export SDC_FILE = /design/flow/constraint.sdc
export NUM_CORES = 4
export LEC_CHECK = 1
export CORE_UTILIZATION = 40
==> ./constraint.sdc <==
current_design tableControl

set clk_period 5.3
set clk_io_pct 0.2

create_clock -name clk0 -period $clk_period [get_ports {clk}]

set non_clock_inputs [all_inputs -no_clocks]
set_input_delay [expr $clk_period * $clk_io_pct] -clock clk0 $non_clock_inputs
set_output_delay [expr $clk_period * $clk_io_pct] -clock clk0 [all_outputs]
==> run summary <==
Here are the numbers from the latest Yosys + OpenROAD run.

The flow ran to the end, and the final reports show no timing, DRC or antenna violations. Per the detail_route report, routed wire per instance is 25.3 µm. The global-route usage over all layers is 23.3%.

Measured on the finished design, the core utilization comes to 47.2%. The first detailed-routing pass took 5 iterations. Looking at the critical path, the highest net fanout was 15. The final layout reports a setup TNS of 0 ns. The power report attributes to the clock group a share of 39.6%. The total number of vias is 10,300. The element type at the critical path start is an input pin. After global routing, the most crowded layer is met2. The number of different library cells in the post-synthesis netlist came out at 39. The critical path arrival came out at 4.06 ns. The max-slew violation count came out at 0. The warning total across the stage logs came out at 25. Post-route period utilization is reported as 96.5%. The floorplan step set the die height to around 220 µm. The later-pin clock latency in the skew report came out at roughly 0.56 ns. The synthesis run shows the most used standard cells to be sky130_fd_sc_hd__and2_1 (384), sky130_fd_sc_hd__edfxtp_1 (384), sky130_fd_sc_hd__mux2i_1 (79), sky130_fd_sc_hd__mux4_2 (70), sky130_fd_sc_hd__clkbuf_1 (65). The number of antenna violations at the first check in global routing is 2.

The power density of the placed cells is 335 nW/µm². Counting flops per register, the top entry is tab. The data required time of the critical path came out at 4.24 ns. The maximum buffer depth of the clock tree came out at 3. Per the synth log, the flip-flop and latch total comes to 400. The net switching fraction of the power is 22.6%. The number of max-cap violations is 0. Per the OpenROAD floorplan log, the area of the core is 45,300 µm². The number of flops mapped to enable cells by yosys is ~380. The post-synthesis chip area from yosys is between 15,000 and 20,000 µm². The routing usage on met3 came out at 13.5%.

The dominant cell type by area after synthesis is sky130_fd_sc_hd__edfxtp_1. The transition at the pin with the smallest max-transition slack came out at 0.988 ns. The worst reg2reg path depth is 1. The first-pass GRT wire length came out at 71,700 µm.

The clock tree skew after final layout is 0 ns. The analysis reports a worst IR drop on VDD of 210 µV. The area overhead of the layout relative to synthesis came out at 16.5%. The mean instance size in the synthesized netlist came out at 15.0 µm². The TritonCTS sink count is 400. The class of the worst hold path is reg2reg. The largest net degree at the start of global routing is 41. Per the final layout report, the fraction of cells sized above drive strength 1 comes to 17.6%. The number of endpoints failing setup at the final stage came out at 0. The start-to-end type of the worst setup path is in2out. The number of buffers added by the clock tree synthesis step came out at approximately 44. The floorplan row count is 78.

The tightest slew margin relative to the limit came out at 34.1%. The worst path needs 5.12 ns of the cycle, external delays included. The number of flip-flops in the largest register is about 400. The leakage power total came out at 7.66 nW. After global routing the overflow that remains totals 0. For this run, the detailed router reports a per-instance via density of approximately 5.3.

The internal power consumption is 0.00554 W. The final HPWL from detailed placement is 31,100 µm. The net switching power in the latest report is around 0.0016 W.

The via count of the first global-routing pass is 11,000. The share of async-settable or async-resettable flops after synthesis came out at 0%. The clock-pin slew of the registers on the worst-case setup and hold paths came out at 0.06 ns. The instance tally after logic synthesis is 1,221. Clock tree synthesis selected as its root buffer the cell sky130_fd_sc_hd__clkbuf_16. The portion of the post-synthesis area used by sequential elements came out at 64.5%. The endpoint type of the worst setup path is a primary output.

The sequential cell fraction of total power came out at 51.4%. The highest achievable clock rate came out at between 150 and 200 MHz. For this run, the number of Yosys warnings is 1.

Setup repair after global routing left no endpoint under its margin. TritonCTS built the clock tree. Among all flip-flop cells after synthesis, the most frequent one is sky130_fd_sc_hd__edfxtp_1.

The horizontal die dimension is 216 µm. Ranked by total cell area, the synthesized netlist is headed by sky130_fd_sc_hd__edfxtp_1 (63%), sky130_fd_sc_hd__and2_1 (13%), sky130_fd_sc_hd__mux4_2 (8.6%), sky130_fd_sc_hd__mux2i_1 (4.3%), sky130_fd_sc_hd__dfxtp_1 (1.7%). The floorplan utilization is slightly above 40%.

The logic gate share of total power is 9.0%. The cell area after technology mapping is 18,400 µm². The routing usage on met2 came out at between 30 and 40%. The top-level I/O count is 60. The yosys cell count came out at 1,221. The registers reported with the highest flop counts are tab (400). In the final report, the number of hold violations comes to 0. The total die size is 46,800 µm². The global placement routability congestion is 0.887. The count of H-tree levels built during CTS came out at 2. Along the worst hold path, the cell count comes to 1. The count of input and output buffers came out at 59. The initial DRC count came out at 565. After detailed routing, the number of remaining DRC violations is 0. The hold-fix buffer count after cts is 0.

The met1 demand-to-capacity share in global routing came out at 32.2%. The count of antenna-violating nets left after detailed routing came out at 0. The fraction of post-synthesis cell area in the top cell type by area is 62.8%. Per the detailed-route log, wirelength across all metal layers totals 48,900 µm.
-- cells by family (layout without fill, tap and decap cells) --
family	count (synthesis)	after routing	synth area share, %
AOI/OAI and AO/OA	75	75	2.77
xor gates and xnor gates	44	44	2.10
buffers and inverters	94	206	2.26
DFF	400	400	64.5
muxes	150	150	13.0
other	0	2	0
and+or+nand+nor	458	458	15.3
-- worst max-delay path, stage by stage --
cell and delay (ns):
sky130_fd_sc_hd__buf_6 0.23, sky130_fd_sc_hd__buf_4 0.20, sky130_fd_sc_hd__buf_4 0.26, sky130_fd_sc_hd__mux4_2 0.53
sky130_fd_sc_hd__mux2i_1 0.24, sky130_fd_sc_hd__xor2_1 0.17, sky130_fd_sc_hd__nand4_1 0.16, sky130_fd_sc_hd__nor4_2 0.31
sky130_fd_sc_hd__buf_4 0.17, sky130_fd_sc_hd__a41o_1 0.21, sky130_fd_sc_hd__clkdlybuf4s50_1 0.48
-- final timing paths --
| kind | start | endpoint | slack [ns] |
|---|---|---|---|
| max reg2reg | tab[1][49]$_SDFFE_PP1P_ | tab[1][49]$_SDFFE_PP1P_ | 4.72 |
| min | tab[4][24]$_SDFFE_PP1P_ | tab[4][24]$_SDFFE_PP1P_ | 0.45 |
| max | lineRead[1] | hit | 0.18 |
| min reg2reg | tab[4][24]$_SDFFE_PP1P_ | tab[4][24]$_SDFFE_PP1P_ | 0.45 |
-- timing repair --
item                                    in CTS  in global routing
buffers inserted                             0                  0
endpoints found under the setup margin       1                  1
resized                                      2                  3
-- power by group through the flow --
| stage | Clock (W) | Combinational [W] | Sequential (W) |
|---|---|---|---|
| final | 0.00284 | 0.000646 | 0.00368 |
| after global routing | 0.00299 | 0.000692 | 0.00370 |
| after CTS | 0.00288 | 0.000652 | 0.00368 |
-- layer usage --
metal  share of wire [%]  vias up
li1                    -     4649
met1                  38     4980
met2                  46      556
met3                  14       71
met4                 2.3        0
met5                   0        -
-- cell usage in the layout, fill, tap and decap left out, types with 16 or more instances in the layout --
cell                              Yosys  layout
sky130_fd_sc_hd__a21o_1              16      16
sky130_fd_sc_hd__edfxtp_1           384     384
sky130_fd_sc_hd__mux2i_1             79      79
sky130_fd_sc_hd__xor2_1              17      17
sky130_fd_sc_hd__and2_1             384     384
sky130_fd_sc_hd__buf_4                2      65
sky130_fd_sc_hd__clkbuf_1            65      18
sky130_fd_sc_hd__clkbuf_16            0      45
sky130_fd_sc_hd__dfxtp_1             16      16
sky130_fd_sc_hd__clkdlybuf4s50_1      0      56
sky130_fd_sc_hd__mux4_2              70      70
sky130_fd_sc_hd__xnor2_1             27      26
-- final cells by class --
class	count	area (µm²)
fillers	3824	23900
flip-flops and latches	400	11900
multi-input cells	727	6300
clock buffers	65	1220
repair buffers	129	1170
well taps	600	751
clock inverters	11	86.3
diodes	2	5.00
inverters	1	3.75
-- per-stage QoR --
stage	setup WS [ns]	instance area, µm²	hold WS [ns]	total power [W]	instances
floorplan	1.20	18400	0.422	0.00410	1221
global placement	-0.157	20100	0.430	0.00439	1857
detailed placement	-0.104	20100	0.436	0.00439	1857
CTS	0.0290	21400	0.450	0.00721	1933
global route	0.0678	21400	0.469	0.00738	1934
finish	0.184	21400	0.448	0.00716	1935
Power figures rest on the tool's default switching activity, not on a simulated workload.
