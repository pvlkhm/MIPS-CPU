--- design/flow/config.mk ---
export PLATFORM = sky130hd
export DESIGN_NAME = memoryBuffer
export DESIGN_NICKNAME = memoryBuffer
export VERILOG_FILES = /design/flow/design.v
export SDC_FILE = /design/flow/constraint.sdc
export NUM_CORES = 4
export LEC_CHECK = 1
export CORE_UTILIZATION = 50
--- design/flow/constraint.sdc ---
current_design memoryBuffer

set clk_period 38.4
set clk_io_pct 0.2

create_clock -name clk0 -period $clk_period [get_ports {clk}]

set non_clock_inputs [all_inputs -no_clocks]
set_input_delay [expr $clk_period * $clk_io_pct] -clock clk0 $non_clock_inputs
set_output_delay [expr $clk_period * $clk_io_pct] -clock clk0 [all_outputs]
--- design/flow/design.v ---
module memoryBuffer(
    input clk, rst,
    input [31:0] address, dataIn,
    input write, read,
    output reg [31:0] dataHit,
    output [31:0] addressToMemory, dataToMemory,
    output reg hit, 
    output full, empty
);
    reg [3:0] pointer;  
    reg [64:0] buffer [0:7];  
    assign full = pointer == 4'd8;  
    assign empty = pointer == 4'd0;
    assign {addressToMemory, dataToMemory} = buffer[0];
    always @(*) begin
        case ({1'b1, address})
            buffer[0][64:32]: {hit, dataHit} = { 1'd1, buffer[0][31:0] };
            buffer[1][64:32]: {hit, dataHit} = { 1'd1, buffer[1][31:0] };
            buffer[2][64:32]: {hit, dataHit} = { 1'd1, buffer[2][31:0] };
            buffer[3][64:32]: {hit, dataHit} = { 1'd1, buffer[3][31:0] };
            buffer[4][64:32]: {hit, dataHit} = { 1'd1, buffer[4][31:0] };
            buffer[5][64:32]: {hit, dataHit} = { 1'd1, buffer[5][31:0] };
            buffer[6][64:32]: {hit, dataHit} = { 1'd1, buffer[6][31:0] };
            buffer[7][64:32]: {hit, dataHit} = { 1'd1, buffer[7][31:0] };
            default: {hit, dataHit} = { 1'd0, 32'd0 };
        endcase
    end
    always @(posedge clk) begin
        if (rst) begin
            for (integer i = 0; i < 8; i = i + 1) buffer[i] <= 65'd0;
            pointer <= 4'd0;
        end
        else if (write) begin
            buffer[pointer] <= {1'd1, address, dataIn};
            pointer += 1;
        end
        else if (pointer != 4'd0 && read) begin
            for(integer i = 0; i < 7; i=i+1) buffer[i][64:0] <= buffer[i+1][64:0];
            buffer[7] <= 65'd0;
            pointer -= 1;
        end
    end
endmodule
--- design/flow/run.sh ---
#!/bin/bash
# OpenROAD 26Q1-2900-gdf79404cd8, Yosys 0.63+post, stock flow scripts
make -C /OpenROAD-flow-scripts/flow DESIGN_CONFIG=/design/flow/config.mk WORK_HOME=/design/flow/orfs finish
==> notes.md <==
Purpose: to document the outcome of synthesis and place and route.

Status
The flow ran to the end, and the final reports show no timing, DRC or antenna violations.

Final layout
Once layout is complete, the utilization of the core stands at 56.64%. The growth of design area from synthesis to finish is 12.06%. The layout cell share with drive strength beyond 1 is 8.042%. The post-layout instance area is 30,480 um2.

Global route
The wire length of the first global-routing pass is 123,900 um. The via count of the first global-routing pass is 18,320. The total grt overflow is 0. The initial antenna violation count was 3. The largest net degree at the start of global routing is 78.

For this run, the total global-route usage over all layers was measured as 32.68%.

Timing
Setup repair after global routing left no endpoint under its margin. The final hold violation count is 0. For the final database, setup skew stands at 0.02983 ns.

The final timing summary puts the cycle share of the worst path at 52.16%. The most critical hold endpoint after final layout shows a slack of 0.4986 ns. The setup total negative slack is 0 ns.

The end-of-flow timing check tallies setup violations at 0. For this run, the top clock speed supported by timing is 49.92 MHz. Looking at the max-slew report, the worst-margin pin has a slew of 0.9877 ns. Measured against its own limit, the worst slew margin works out to 33.95%. Subtracting the final worst setup slack from the clock period gives 20.03 ns. The final max-slew violation count recorded for this run is 0.

Detailed routing
In this run, the number of DRC markers left after iteration 0 of detailed routing was 1,459. The number of vias after detailed routing is 18,320. The remaining antenna violation count after routing is 0. The detailed-route DRC error count is 0.

In the final routed layout, each cell accounts on average for 28.71 um. The detailed-router iteration count before antenna repair is 5. The met2 wire length is 35,470 um.

Per the detail_route report, inserted antenna diodes total 0. For this block, wires on met1 add up to 34,920 um. Per the detail_route report, vias per standard cell equal 6.380. Signal routing reaches up to met5. The detailed router reports a met3 wire length of 10,590 um. The sum of routed wire length over all layers is 82,460 um.

Critical path
STA classifies the critical path startpoint as an input pin. Among the stages of the critical path, the cell type that occurs most often is sky130_fd_sc_hd__clkdlybuf4s50_1. The report lists the cells along the critical path as clkdlybuf4s50_1 > xnor2_1 > nand4_1 > nor4_1 > and4_2 > buf_4 > o21bai_4 > nand3b_4 > o22ai_1 > a311o_1 > clkdlybuf4s50_1. The worst path arrival time is 12.35 ns. According to the timing report, the data required time at the worst endpoint equals 30.72 ns. Among all stages on the critical path, the maximum delay recorded is 0.82 ns. The critical path maximum fanout is 33.

The gate family responsible for the most delay along the worst path is buffers and inverters. The combined buffer and inverter count along the critical path is 3. The worst setup path category is in -> out. Per the STA report, the cell with the highest stage delay on the worst path is sky130_fd_sc_hd__clkdlybuf4s50_1. STA classifies the critical path endpoint as an output pin.

Place
As logged by OpenROAD, the buffers inserted on ports number 166. The congestion estimate from routability-driven global placement came to 0.9755. Per the detailed placement report, the placed cell area equals 28,740 um2. The detailed placer's ending HPWL is 52,720 um.

Min path
The type of the most critical hold path is reg -> reg.

CTS
The number of buffers on the longest clock path is 3. Buffers added to address setup during post-CTS repair amount to 0. The clock tree from TritonCTS is yes. The count of cells resized by post-cts repair is 0. The TritonCTS sink count is 524. The number of buffers inserted for hold repair after clock tree synthesis is 0.

Buffers inserted during clock tree synthesis total 57. The total number of H-tree levels is 2. The clock-pin transition on the worst setup and hold timing paths is 0.06 ns.

The clock tree root driver cell is sky130_fd_sc_hd__clkbuf_16. The insertion delay of the later-clocked pin in the worst-skew pair is 0.63 ns.

Logic synthesis
The top flip-flop cell by instance count after synthesis is sky130_fd_sc_hd__edfxtp_1. The post-synthesis average cell area is 12.62 um2. The portion of the post-synthesis area used by sequential elements is 57.41%. The chip area line in the Yosys stat output reads 27,200 um2. The total cells reported by yosys after synthesis is 2,156. Counting flops with a built-in enable in the synthesized netlist gives 512. The synthesis report gives the async set-or-reset register share as 0%. Synthesis produced 2,156 cells.

Yosys mapped the design onto 52 distinct sky130hd cell types. The register bit count reported by yosys is 524. In this run the cell area of the synthesized design comes to 27,200 um2. The synthesis report lists the Yosys warning total as 1.

Floorplanning
For this design the top-level I/O count stands at 167. The initial utilization of the core area, before any placement, comes to 50.55%. According to the floorplan report, the placeable core area is 53,810 um2. In this run the horizontal extent of the chip is 235.2 um. The die covers 55,340 um2.

The number of placement rows is 85. The vertical die dimension is 235.2 um.

Power
Power comes to 0.001636 W. The leakage component of the power was reported as 11.33 nW. The maximum VDD drop is 0.03495 mV. The ratio of total power to cell area is 53.67 nW/um2.

Run
The run reported a max-capacitance violation count of 0. The logs give a warning total of 25.
## flip-flops by register name, summed over array words and instances, names as in the netlist
name     flops
buffer     520
pointer      4
## synthesized netlist by cell type, types with 3 or more instances
library cell	count	share of area, %
sky130_fd_sc_hd__edfxtp_1	512	57
sky130_fd_sc_hd__a22o_1	446	14
sky130_fd_sc_hd__xnor2_1	130	4.2
sky130_fd_sc_hd__xor2_1	128	4.1
sky130_fd_sc_hd__clkbuf_1	120	1.7
sky130_fd_sc_hd__nor2_1	79	1.1
sky130_fd_sc_hd__buf_4	74	2.0
sky130_fd_sc_hd__a21oi_1	67	1.2
sky130_fd_sc_hd__buf_2	64	1.2
sky130_fd_sc_hd__and2_1	63	1.4
sky130_fd_sc_hd__mux2i_1	39	1.4
sky130_fd_sc_hd__buf_1	38	0.52
sky130_fd_sc_hd__nand2_1	38	0.52
sky130_fd_sc_hd__inv_1	35	0.48
sky130_fd_sc_hd__nand4_1	34	0.78
sky130_fd_sc_hd__o22ai_1	34	0.78
sky130_fd_sc_hd__nor4_1	33	0.76
sky130_fd_sc_hd__a311o_1	30	1.1
sky130_fd_sc_hd__or2_1	30	0.69
sky130_fd_sc_hd__a21bo_1	28	1.0
sky130_fd_sc_hd__o21ai_1	28	0.52
sky130_fd_sc_hd__nor3_1	15	0.28
sky130_fd_sc_hd__o21ai_0	14	0.26
sky130_fd_sc_hd__nand3_1	13	0.24
sky130_fd_sc_hd__buf_6	12	0.50
sky130_fd_sc_hd__dfxtp_1	12	0.88
sky130_fd_sc_hd__nand2b_1	5	0.11
sky130_fd_sc_hd__a21bo_2	3	0.11
sky130_fd_sc_hd__and3_1	3	0.069
sky130_fd_sc_hd__or3_1	3	0.069
## placed cells by master (no fill, tap or decap), types with 33 or more instances in the layout
| cell | synthesis | layout |
|---|---|---|
| sky130_fd_sc_hd__a22o_1 | 446 | 446 |
| sky130_fd_sc_hd__nand2_1 | 38 | 37 |
| sky130_fd_sc_hd__a21oi_1 | 67 | 67 |
| sky130_fd_sc_hd__xnor2_1 | 130 | 130 |
| sky130_fd_sc_hd__mux2i_1 | 39 | 39 |
| sky130_fd_sc_hd__edfxtp_1 | 512 | 512 |
| sky130_fd_sc_hd__clkdlybuf4s50_1 | 0 | 166 |
| sky130_fd_sc_hd__and2_1 | 63 | 63 |
| sky130_fd_sc_hd__clkbuf_16 | 0 | 59 |
| sky130_fd_sc_hd__buf_4 | 74 | 63 |
| sky130_fd_sc_hd__nand4_1 | 34 | 34 |
| sky130_fd_sc_hd__xor2_1 | 128 | 128 |
| sky130_fd_sc_hd__inv_1 | 35 | 35 |
| sky130_fd_sc_hd__nor4_1 | 33 | 33 |
| sky130_fd_sc_hd__o22ai_1 | 34 | 34 |
| sky130_fd_sc_hd__nor2_1 | 79 | 72 |
## power breakdown
group	internal [W]	switching, W	total, W
logic	0.000110	0.000180	0.000290
registers	0.000753	0.0000664	0.000819
clock network	0.000297	0.000230	0.000527
total	0.00116	0.000476	0.00164
## stage by stage
stage                     instances  setup slack [ns]
after floorplan                2156             21.19
after global placement         2772             18.41
after detailed placement       2772             18.36
after CTS                      2872             18.36
after global routing           2872             18.18
final                          2872             18.37
## logic make-up after synthesis
kind of cell | count (synthesis) | synth area share [%]
xor gates and xnor gates | 258 | 8.307
and+or+nand+nor | 328 | 6.536
AOI/OAI and AO/OA | 658 | 19.69
adders and majority gates | 3 | 0.1656
buffers and inverters | 345 | 6.421
DFF | 524 | 57.41
muxes | 40 | 1.477
## worst register-to-register path: stages (launching register included)
cell	delay, ns
sky130_fd_sc_hd__dfxtp_1	0.59
sky130_fd_sc_hd__nor4_1	0.15
sky130_fd_sc_hd__nand2b_1	0.21
sky130_fd_sc_hd__nor3_2	0.15
sky130_fd_sc_hd__buf_4	0.41
sky130_fd_sc_hd__buf_4	0.72
sky130_fd_sc_hd__buf_4	0.94
sky130_fd_sc_hd__a22o_1	0.30
## final cells by class
type / instances / area [um2]
clock buffer: 75 / 1567
clock inverter: 25 / 171.4
multi-input combinational: 1287 / 9988
inverter: 36 / 135.1
fill: 4331 / 23330
sequential: 524 / 15620
timing repair buffer: 229 / 2135
tap: 696 / 870.8
## per-layer routing
layer	vias up	GRT usage (%)
met2	865	43.69
met3	112	15.91
met5	-	0.2597
met4	6	4.496
li1	8124	-
met1	9217	54.05
## path summary, 6_finish.rpt
check                startpoint            end  slack (ns)  cells after the start
setup / recovery    address[30]    dataHit[22]       18.37                     11
hold / removal    buffer[7][64]  buffer[7][64]        0.50                      1
setup reg to reg     pointer[0]  buffer[2][57]       34.83                      7
hold reg to reg   buffer[7][64]  buffer[7][64]        0.50                      1
No activity file was given, so power comes from the tool's default toggle rates.
